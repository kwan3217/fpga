[design/flow/design.v]
module regfile #(
  parameter XLEN=32,  
  parameter N=32,  
  parameter A=$clog2(N)  
) (
  input          we,     
  input          clk,    
  input  [A-1:0] addr0,  
  input  [A-1:0] addr1,  
  input  [A-1:0] addrw,  
  output [XLEN-1:0] data0,  
  output [XLEN-1:0] data1,  
  input  [XLEN-1:0] dataw   
);
  reg  [XLEN-1:0] RF [N-1:1];
  reg  [XLEN-1:0] reg_read0;
  reg  [XLEN-1:0] reg_read1;
  assign data0=reg_read0;
  assign data1=reg_read1;
  always @(posedge clk) begin
    if (we && addrw!=0) begin
      RF[addrw]=dataw;
    end
    reg_read0=(addr0==0)?{XLEN{1'b0}}:RF[addr0];
    reg_read1=(addr1==0)?{XLEN{1'b0}}:RF[addr1];
  end
endmodule
module inst_parse #(
  parameter XLEN=32
) (
  input  [31:0] inst,     
  output        valid,    
  output [ 2:0] format,   
  output        subformat, 
  output [ 6:0] opcode,   
  output [ 4:0] rd,       
  output [ 4:0] rs1,      
  output [ 4:0] rs2,      
  output [ 2:0] funct3,   
  output [ 6:0] funct7,   
  output [XLEN-1:0] imm
);
  parameter R=2'b00;
  parameter I=2'b01;
  parameter S=2'b10;
  parameter B=S;
  parameter U=2'b11;
  parameter J=U;
  assign opcode=inst[6:0];
  assign {format,subformat,valid}=((inst[6:5]==2'b01)&(inst[4:2]==3'b100))?{R,1'b0,1'b1}:  
                                  ((inst[6:5]==2'b00)&(inst[4:2]==3'b000))|                
                                  ((inst[6:5]==2'b00)&(inst[4:2]==3'b011))|                
                                  ((inst[6:5]==2'b00)&(inst[4:2]==3'b100))|                
                                  ((inst[6:5]==2'b11)&(inst[4:2]==3'b001))|                
                                  ((inst[6:5]==2'b11)&(inst[4:2]==3'b100))?{I,1'b0,1'b1}:  
                                  ((inst[6:5]==2'b01)&(inst[4:2]==3'b000))?{S,1'b0,1'b0}:  
                                  ((inst[6:5]==2'b11)&(inst[4:2]==3'b000))?{B,1'b1,1'b1}:  
                                  ((inst[6:5]==2'b11)&(inst[4:2]==3'b011))?{J,1'b1,1'b1}:  
                                  ((inst[6:5]==2'b00)&(inst[4:2]==3'b101))|                
                                  ((inst[6:5]==2'b01)&(inst[4:2]==3'b101))?{U,1'b0,1'b1}:  
                                  {2'b00,1'b0,1'b0};  
  assign rd=inst[11:7];
  assign rs1=inst[19:15];
  assign rs2=inst[24:20];
  assign funct3=inst[14:12];
  assign funct7=inst[31:25];
  assign imm=(format==I              )?{{XLEN-11{inst[31]}},inst[30:20]}:
             (format==S&&subformat==0)?{{XLEN-11{inst[31]}},inst[30:25],inst[11:7]}:
             (format==B&&subformat==1)?{{XLEN-11{inst[31]}},inst[7],inst[30:25],inst[11:8]}:
             (format==U&&subformat==0)?{inst[31:12],12'b0}:
             (format==J&&subformat==1)?{{XLEN-20{inst[31]}},inst[19:12],inst[20],inst[30:21],1'b0}:
                             {XLEN{1'bx}};
endmodule
module execute #(
  parameter XLEN=32,
  parameter NPHASE=4,
  parameter NT=$clog2(NPHASE)
) (
  input  [31:0] inst,
  input  [NT-1:0] t,
  output [ 1:0] A,      
  output [ 1:0] B,      
  output [ 1:0] AL,     
  output        SU,     
  output [ 1:0] SH,     
  output [ 2:0] O,      
  output        J,      
  output        EXC,    
  output [ 4:0] rd,     
  output [ 4:0] rs1,    
  output [ 4:0] rs2,    
  output [XLEN-1:0] imm
);
  wire        valid;    
  wire [ 2:0] format;   
  wire        subformat; 
  wire [ 6:0] opcode;   
  wire [ 4:0] rd;       
  wire [ 4:0] rs1;      
  wire [ 4:0] rs2;      
  wire [ 2:0] funct3;   
  wire [ 6:0] funct7;   
  inst_parse #(.XLEN(XLEN)) parse(
    .inst(inst),
    .valid(valid),         
    .format(format),       
    .subformat(subformat), 
    .opcode(opcode),       
    .rd(rd),               
    .rs1(rs1),             
    .rs2(rs2),             
    .funct3(funct3),       
    .funct7(funct7),      
    .imm(imm)
  );
  parameter LOAD    ={2'b00,3'b000,2'b11};
  parameter MISC_MEM={2'b00,3'b011,2'b11};
  parameter OP_IMM  ={2'b00,3'b100,2'b11};
  parameter AUIPC   ={2'b00,3'b101,2'b11};
  parameter STORE   ={2'b01,3'b000,2'b11};
  parameter OP      ={2'b01,3'b100,2'b11};
  parameter LUI     ={2'b01,3'b101,2'b11};
  parameter BRANCH  ={2'b11,3'b000,2'b11};
  parameter JALR    ={2'b11,3'b001,2'b11};
  parameter JAL     ={2'b11,3'b011,2'b11};
  parameter SYSTEM  ={2'b11,3'b100,2'b11};
  parameter ADD    =3'b000;
  parameter SUB    =ADD;     
  parameter SLT    =3'b010;
  parameter SLTU   =3'b011;
  parameter AND    =3'b111;
  parameter OR     =3'b110;
  parameter XOR    =3'b100;
  parameter SLL    =3'b001;
  parameter SRL    =3'b101;
  parameter SRA    =SRL;     
  parameter AZERO    =2'b00;
  parameter ARS1     =2'b01;
  parameter APC      =2'b10;
  parameter BZERO    =2'b00;
  parameter BRS2     =2'b01;
  parameter BIMM     =2'b10;
  parameter AADD=2'b00;
  parameter AAND=2'b01;
  parameter AOR =2'b10;
  parameter AXOR=2'b11;
  parameter SALU=2'b00;
  parameter SL  =2'b01;
  parameter SR  =2'b00;
  parameter DIRECT=3'b000;
  parameter OSLT  =3'b001;
  parameter OSLTU =3'b010;
  parameter NEXTPC=3'b011;
  parameter TOR0  =3'b100;
  parameter ADDR  =3'b101;
  assign {A    ,B    ,AL  ,SU       ,SH  ,O     ,J   ,EXC}=
     (valid==1'b0)?
         {2'bxx,2'bxx,2'bx,1'bx     ,2'bx,3'bxxx,1'bx,1'b1}:
     (opcode==OP_IMM||opcode==OP)?(
       (funct3==ADD)?
         {ARS1 ,opcode==OP?BIMM:BRS2,AADD,opcode==OP?funct7[5]:1'b0,SALU,DIRECT,1'b0,1'b0}:
       (funct3==SLT)?
         {ARS1 ,opcode==OP?BIMM:BRS2,AADD,1'b1                     ,SALU,OSLT  ,1'b0,1'b0}:
       (funct3==SLTU)?
         {ARS1 ,opcode==OP?BIMM:BRS2,AADD,1'b1                     ,SALU,OSLTU ,1'b0,1'b0}:
       (funct3==AND)?
         {ARS1 ,opcode==OP?BIMM:BRS2,AAND,1'bx                     ,SALU,DIRECT,1'b0,1'b0}:
       (funct3==OR)?
         {ARS1 ,opcode==OP?BIMM:BRS2,AOR ,1'bx                     ,SALU,DIRECT,1'b0,1'b0}:
       (funct3==XOR)?
         {ARS1 ,opcode==OP?BIMM:BRS2,AXOR,1'bx                     ,SALU,DIRECT,1'b0,1'b0}:
       (funct3==SLL)?
         {ARS1 ,opcode==OP?BIMM:BRS2,2'bx,1'b0                     ,SL  ,DIRECT,1'b0,1'b0}:
       (funct3==SRL)?
         {ARS1 ,opcode==OP?BIMM:BRS2,2'bx,           funct7[5]     ,SR  ,DIRECT,1'b0,1'b0}:
         {2'bxx,2'bxx               ,2'bx,1'bx                     ,2'bx,3'bxxx,1'bx,1'b1}):  
     (opcode==LUI)?
         {AZERO,BIMM                ,AADD,1'b0                     ,SALU,DIRECT,1'b0,1'b0}:
     (opcode==AUIPC)?
         {APC  ,BIMM                ,AADD,1'b0                     ,SALU,DIRECT,1'b0,1'b0}:
     (opcode==JAL)?
         {APC  ,BIMM                ,AADD,1'b0                     ,SALU,NEXTPC,1'b1,1'b0}:
     (opcode==JALR)?
         {APC  ,BIMM                ,AADD,1'b0                     ,SALU,NEXTPC,1'b1,1'b0}:
     (opcode==LOAD)?
         {ARS1 ,BIMM                ,AADD,1'b0                     ,SALU,ADDR  ,1'b0,1'b0}:
     (opcode==STORE)?
         {ARS1 ,BIMM                ,AADD,1'b0                     ,SALU,ADDR  ,1'b0,1'b0}:
         {2'bxx,2'bxx,2'bx,2'bx,3'bxxx,1'bx,1'b1};   
endmodule
[design/flow/constraint.sdc]
current_design regfile

set clk_period 34.7
set clk_io_pct 0.2

create_clock -name clk0 -period $clk_period [get_ports {clk}]

set non_clock_inputs [all_inputs -no_clocks]
set_input_delay [expr $clk_period * $clk_io_pct] -clock clk0 $non_clock_inputs
set_output_delay [expr $clk_period * $clk_io_pct] -clock clk0 [all_outputs]
[design/flow/config.mk]
export PLATFORM = sky130hd
export DESIGN_NAME = regfile
export DESIGN_NICKNAME = regfile
export VERILOG_FILES = /design/flow/design.v
export SDC_FILE = /design/flow/constraint.sdc
export NUM_CORES = 4
export LEC_CHECK = 1
export CORE_UTILIZATION = 50
[design/flow/run.sh]
#!/bin/bash
# OpenROAD 26Q1-2900-gdf79404cd8, Yosys 0.63+post, stock flow scripts
make -C /OpenROAD-flow-scripts/flow DESIGN_CONFIG=/design/flow/config.mk WORK_HOME=/design/flow/orfs finish
==> results_slide.txt <==
Key Metrics from the Run

GRT
  – Global route total overflow: 0
  – Via count of the first global-routing pass: roughly 48000
  – Initial antenna violation count: 45
  – Pin count of the biggest net entering global routing: 39
  – Gr usage total: 63.0%
  – First-pass GRT wire length: around 410000 um

Final layout
  – Final core occ: between 50% and 60%
  – Area grow syn2layout: 15.8%
  – Layout cell share with drive strength beyond 1: 13.7%

Place
  – Placer Congestion: 1.19
  – Post-DP HPWL: 201000 um
  – Buffers on Ports: 112

Logic synthesis
  – Yosys warns: 2
  – Sequential cell area fraction in the yosys report: 43.5%
  – Syn Std Cell Area: around 0.049 mm2
  – Post-synthesis chip area from yosys: 0.0486 mm2
  – Synth Flop Type: dfxtp_1
  – Fraction of registers with async set/reset: 0%
  – Cell Type Count: 80
  – Mean Syn Cell Area: around 8.8 um2
  – Syn Inst Count: roughly 5500
  – Flops & latches, synth: between 1000 and 1500
  – Yosys cell count: between 5000 and 6000
  – Post-synth EDFFs: 0

Clock network
  – CTS tree: done
  – Late-Pin Clk Latency: between 0.7 and 0.8 ns
  – Clock Pin Slew Worst Setup and Hold Paths: roughly 0.060 ns
  – Number of clock sinks: approximately 1100
  – Post-cts gate resize count: 0
  – # H-tree levels: 3
  – TritonCTS Buffers: ~110
  – Post-CTS Repair Setup Buffers: 0
  – Cell at the root of the clock tree: clkbuf_16
  – Clock Tree Buf Depth: 3
  – Hold Buf Count CTS: 0

Detailed routing
  – DRT iter0 DRCs: slightly below 9000
  – DRT Pass-1 Iters: 14
  – DRT antenna net count: 0
  – Via count: approximately 53000
  – Via/cell ratio: between 7 and 8
  – DRC: 0
  – Routed len/inst: 43.5 um
  – Detailed-route wire length: approximately 310000 um

Worst setup path
  – R2R Path Start: RF[19][27]
  – Worst r2r dst: reg_read0[27]
  – WP data required: approximately 35 ns
  – Worst setup SP type: input port
  – Data arrival, critical path: around 12 ns
  – Setup CP Type: in -> reg
  – R2R setup slack: 31.56 ns
  – Worst r2r path cells: 5
  – CP Max Fanout: 25
  – CP endpoint kind: flop

Timing
  – Max-slew headroom: -12.8%
  – Clock Skew: 0.0694 ns
  – Final Critical Period: 11.84 ns
  – Hold Slack: around 0.46 ns
  – Setup_tns: 0 ns
  – Max Freq: between 80 and 90 MHz
  – Fin crit share: between 30% and 40%
  – Hold Violations, Final: 0
  – RSZ-0062 raised after global routing: no
  – Max-slew violations: 8
  – Worst Max-Slew Pin Slew: 1.68 ns
  – Final setup violation count: 0

Power and ir drop
  – Clock power frac: ~37%
  – Internal: roughly 2.4 mW
  – Sequential Power Share: about 45%
  – Worst vdd ir: ~56 uV
  – Pleak: 29.0 nW
  – Sw frac: 31.4%
  – Switching power: between 1 and 1.5 mW
  – Combinational Power Share: between 10% and 20%
  – Power Density: 62.6 mW/mm2

Job
  – Max-cap viol count: 4
  – OpenROAD warning count: 26

Die
  – Die W: around 310 um
  – Core area: 0.0956 mm2
  – Die Height: between 300 and 400 um
  – Die ar.: ~0.098 mm2
  – Initial Util: 50.8%
  – Ports: 113
  – Rows: 113

Hold path
  – Class of the worst hold path: reg -> reg
  – Worst Hold Path EP: RF[28][21]
  – Worst Hold Launch: RF[28][21]
  – Worst Hold Depth: 2

Run status
  – Outcome: finished with violations
  – Failing checks: capacitance limit, slew limit
[layout make-up]
cell class	instances	area (um2)
fill	7792	39300
multi-input combinational	3316	23200
sequential	1056	21100
timing repair buffer	465	3750
clock buffer	155	3180
inverter	669	2510
tap	1265	1580
clock inverter	52	768
antenna	42	105
[cell usage after synthesis (7+ instances only)]
library cell | number | area, um2
nand2_2 | 9 | 56.3
o2bb2ai_1 | 38 | 333
a221oi_1 | 51 | 447
nand4_1 | 22 | 138
a2bb2oi_1 | 29 | 254
o2111ai_1 | 15 | 131
nor2_1 | 175 | 657
buf_4 | 19 | 143
nor4_1 | 135 | 845
a2111oi_0 | 30 | 263
a32oi_1 | 38 | 333
a221o_1 | 34 | 340
and3_1 | 13 | 81.3
and4_1 | 11 | 96.3
nand2_4 | 8 | 90.1
a31oi_1 | 68 | 425
a211oi_1 | 25 | 188
inv_1 | 668 | 2510
buf_1 | 42 | 158
o21ai_0 | 218 | 1090
nand3_1 | 60 | 300
o211ai_1 | 20 | 150
a32o_1 | 20 | 200
a22o_1 | 31 | 272
o22a_1 | 11 | 96.3
nor2b_1 | 7 | 43.8
a21oi_1 | 169 | 846
nor3_1 | 64 | 320
buf_2 | 93 | 465
o22ai_1 | 556 | 3480
or4_1 | 31 | 233
nand2b_1 | 7 | 43.8
nand2_1 | 453 | 1700
mux2i_1 | 618 | 6190
a22oi_1 | 61 | 458
o221ai_1 | 23 | 201
and2_1 | 10 | 62.6
mux2_2 | 155 | 1750
dfxtp_1 | 1056 | 21100
clkbuf_1 | 296 | 1110
[stage by stage]
stage	setup slack, ns	instances	total power [mW]	cell area (um2)
after floorplan	25.58	5494	1.89	48600
after global placement	22.72	6768	2.16	52200
after detailed placement	22.71	6769	2.17	52200
after CTS	23.45	6976	3.45	56100
after global routing	23.08	6989	3.59	56200
final	22.86	7020	3.52	56200
[state kept, by name (all words and copies together) (netlist names)]
signal,cells
RF,992
reg_read0,32
reg_read1,32
[logic make-up after synthesis]
group                  Yosys count  synth area share [%]
AND-OR/OR-AND                 1478                  20.3
XOR/XNOR                         1                0.0180
buffers and inverters         1122                  9.09
flip-flops                    1056                  43.5
multiplexers                   773                  16.3
AND/OR/NAND/NOR               1064                  10.7
[power groups by stage]
| stage | registers (mW) | logic [mW] | clock network (mW) |
|---|---|---|---|
| after CTS | 1.56 | 0.605 | 1.28 |
| after global routing | 1.58 | 0.670 | 1.33 |
| final | 1.57 | 0.653 | 1.30 |
[cell usage in the layout (no fill, tap or decap), types with 34 or more instances in the layout]
cell and n:
o21ai_0 218, nand3_1 60, nor4_1 128, o22ai_1 556
a21oi_1 168, dfxtp_1 1056, a31oi_1 68, o2bb2ai_1 38
inv_1 668, diode_2 42, clkdlybuf4s50_1 110, buf_4 350
nor2_1 166, mux2i_1 618, a221o_1 34, a221oi_1 51
mux2_2 155, a32oi_1 38, nand2_1 434, clkbuf_16 110
nor3_1 62, a22oi_1 61
[layer usage]
metal  up-vias  wire length (um)  global-route usage (%)
met4        80             26200                    35.9
li1      20100                 -                       -
met2      5975            104000                    72.8
met3      1919             65400                    53.2
met1     24400            106000                    76.3
met5         -              3660                    24.6
[worst max-delay path, cell delays in order]
cell and delay (ns):
clkdlybuf4s50_1 0.83, and4b_1 0.26, buf_4 0.27, nand2_2 0.69, buf_4 0.64, mux2i_1 0.41, o22ai_1 0.15, or4_1 0.53
nor4_1 1.38, a31oi_1 0.22
[how the worst max path moves through the flow]
stage            start            end  slack (ns)  cells after the start
finish        addrw[4]  reg_read0[27]       22.86                     10
global route  addrw[4]  reg_read0[27]       23.08                     10
CTS           addrw[4]  reg_read0[27]       23.45                     10
Power and IR drop assume default switching activity.
